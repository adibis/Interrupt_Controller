==> ./design.v <==
module INTR_CNTRL (
        input   wire            clk_in,      
        input   wire            rst_in,      
        input   wire    [7:0]   intr_rq,     
        inout   wire    [7:0]   intr_bus,    
        input   wire            intr_in,     
        output  wire            intr_out,    
        output  wire            bus_oe       
    );
    localparam  [3:0]   S_Reset                 = 4'b0000,   
                        S_GetCommands           = 4'b0001,   
                        S_JumpIntMethod         = 4'b0010,   
                        S_StartPolling          = 4'b0011,   
                        S_TxIntInfoPolling      = 4'b0100,   
                        S_AckTxInfoRxPolling    = 4'b0101,   
                        S_AckISRDonePolling     = 4'b0110,   
                        S_StartPriority         = 4'b0111,   
                        S_TxIntInfoPriority     = 4'b1000,   
                        S_AckTxInfoRxPriority   = 4'b1001,   
                        S_AckISRDonePriority    = 4'b1010,   
                        S_Reserved1             = 4'b1011,   
                        S_Reserved2             = 4'b1100,   
                        S_Reserved3             = 4'b1101,   
                        S_Reserved4             = 4'b1110,   
                        S_Reserved5             = 4'b1111;   
    reg     [3:0]   state_reg, state_next;           
    reg     [1:0]   cmdMode_reg, cmdMode_next;       
    reg     [1:0]   cmdCycle_reg, cmdCycle_next;     
    reg     [2:0]   intrIndex_reg, intrIndex_next;   
    reg     [2:0]   intrPtr_reg, intrPtr_next;       
    reg     [2:0]   prior_table_next [0:7]; 
    reg     [2:0]   prior_table_reg [0:7];
    reg             oe_reg, oe_next;                 
    reg     [7:0]   intrBus_reg, intrBus_next;       
    reg             intrOut_reg, intrOut_next;       
    integer         i;
    always @ (posedge clk_in or posedge rst_in) begin
        if (rst_in) begin
            state_reg           <=  S_Reset;
            cmdMode_reg         <=  2'b00;
            cmdCycle_reg        <=  2'b00;
            oe_reg              <=  1'b0;
            intrBus_reg         <=  8'bzzzzzzzz;
            intrOut_reg         <=  1'b0;
            intrIndex_reg       <=  3'b000;
            intrPtr_reg         <=  3'b000;
            for (i = 0; i < 8; i = i + 1) begin
                prior_table_reg[i]  <=  3'b000;
            end
        end
        else begin
            state_reg           <=  state_next;
            cmdMode_reg         <=  cmdMode_next;
            cmdCycle_reg        <=  cmdCycle_next;
            intrBus_reg         <=  intrBus_next;
            intrOut_reg         <=  intrOut_next;
            oe_reg              <=  oe_next;
            intrIndex_reg       <=  intrIndex_next;
            intrPtr_reg         <=  intrPtr_next;
            for (i = 0; i < 8; i = i + 1) begin
                prior_table_reg[i]  <=  prior_table_next[i];
            end
        end
    end
    always @(*) begin
        state_next          =   state_reg;
        cmdMode_next        =   cmdMode_reg;
        cmdCycle_next       =   cmdCycle_reg;
        oe_next             =   oe_reg;
        intrOut_next        =   intrOut_reg;
        intrBus_next        =   intrBus_reg;
        intrIndex_next      =   intrIndex_reg;
        intrPtr_next        =   intrPtr_reg;
        for (i = 0; i < 8; i = i + 1) begin
            prior_table_next[i] =   prior_table_reg[i];
        end
        case (state_reg)
            S_Reset: begin  
                cmdMode_next        =   2'b00;
                cmdCycle_next       =   2'b00;
                intrIndex_next      =   3'b000;
                intrPtr_next        =   3'b000;
                for (i = 0; i < 8; i = i + 1) begin
                    prior_table_next[i] =   3'b000;
                end
                oe_next             =   1'b0;
                state_next  =   S_GetCommands;           
            end
            S_GetCommands: begin  
                oe_next =   1'b0;
                case (intr_bus[1:0])
                    2'b01: begin                                                 
                        cmdMode_next    =   2'b01;                               
                        state_next      =   S_JumpIntMethod;                     
                    end
                    2'b10: begin                                                 
                        case (cmdCycle_reg)
                            2'b00: begin
                                prior_table_next[0] =   intr_bus[7:5];           
                                prior_table_next[1] =   intr_bus[4:2];           
                                state_next          =   S_GetCommands;
                                cmdCycle_next       =   cmdCycle_reg + 1'b1;
                            end
                            2'b01: begin
                                prior_table_next[2] =   intr_bus[7:5];           
                                prior_table_next[3] =   intr_bus[4:2];           
                                state_next          =   S_GetCommands;
                                cmdCycle_next       =   cmdCycle_reg + 1'b1;
                            end
                            2'b10: begin
                                prior_table_next[4] =   intr_bus[7:5];           
                                prior_table_next[5] =   intr_bus[4:2];           
                                state_next          =   S_GetCommands;
                                cmdCycle_next       =   cmdCycle_reg + 1'b1;
                            end
                            2'b11: begin
                                prior_table_next[6] =   intr_bus[7:5];           
                                prior_table_next[7] =   intr_bus[4:2];           
                                state_next          =   S_JumpIntMethod;         
                                cmdCycle_next       =   cmdCycle_reg + 1'b1;
                                cmdMode_next        =   2'b10;                   
                            end
                            default: begin
                                state_next      =   S_GetCommands;               
                                cmdCycle_next   =   2'b00;                       
                                cmdMode_next    =   2'b00;                       
                            end
                        endcase
                    end
                    default: begin                                               
                        state_next  =   S_GetCommands;
                    end
                endcase
            end
            S_JumpIntMethod: begin  
                intrIndex_next  =   3'b000;
                intrPtr_next    =   3'b000;
                case (cmdMode_reg)
                    2'b01: begin                             
                        state_next  =   S_StartPolling;
                    end
                    2'b10: begin                             
                        state_next  =   S_StartPriority;
                    end
                    default: begin                           
                        state_next  =   S_Reset;
                    end
                endcase
                oe_next         =   1'b0;                    
            end
            S_StartPolling: begin  
                if (intr_rq[intrIndex_reg]) begin            
                    intrOut_next    =   1'b1;                
                    state_next      =   S_TxIntInfoPolling;  
                end
                else begin                                   
                    intrOut_next    =   1'b0;                
                    intrIndex_next  =   intrIndex_reg + 1;   
                end
                oe_next         =   1'b0;                    
            end
            S_TxIntInfoPolling: begin  
                if (~intr_in) begin                                  
                    intrOut_next    =   1'b0;                        
                    intrBus_next    =   {5'b01011, intrIndex_reg};   
                    oe_next         =   1'b1;                        
                    state_next      =   S_AckTxInfoRxPolling;        
                end                                                  
                else
                    state_next      =   S_TxIntInfoPolling;
            end
            S_AckTxInfoRxPolling: begin  
                if (~intr_in) begin                                  
                    oe_next         =   1'b0;                        
                    state_next      =   S_AckISRDonePolling;         
                end                                                  
            end
            S_AckISRDonePolling: begin  
                if ((~intr_in) && (intr_bus[7:3] == 5'b10100) && (intr_bus[2:0] == intrIndex_reg)) begin
                    state_next  =   S_StartPolling;
                end
                else if ((~intr_in) && (intr_bus[7:3] != 5'b10100) && (intr_bus[2:0] != intrIndex_reg)) begin
                    state_next  =   S_Reset;
                end
                else begin
                    state_next  =   S_AckISRDonePolling;             
                end
            end
            S_StartPriority: begin  
                if (intr_rq[prior_table_reg[0]]) begin               
                    intrPtr_next    =   prior_table_reg[0];          
                    intrOut_next    =   1'b1;                        
                    state_next      =   S_TxIntInfoPriority;         
                end
                else if (intr_rq[prior_table_reg[1]]) begin          
                    intrPtr_next    =   prior_table_reg[1];          
                    intrOut_next    =   1'b1;
                    state_next      =   S_TxIntInfoPriority;
                end
                else if (intr_rq[prior_table_reg[2]]) begin
                    intrPtr_next    =   prior_table_reg[2];
                    intrOut_next    =   1'b1;
                    state_next      =   S_TxIntInfoPriority;
                end
                else if (intr_rq[prior_table_reg[3]]) begin
                    intrPtr_next    =   prior_table_reg[3];
                    intrOut_next    =   1'b1;
                    state_next      =   S_TxIntInfoPriority;
                end
                else if (intr_rq[prior_table_reg[4]]) begin
                    intrPtr_next    =   prior_table_reg[4];
                    intrOut_next    =   1'b1;
                    state_next      =   S_TxIntInfoPriority;
                end
                else if (intr_rq[prior_table_reg[5]]) begin
                    intrPtr_next    =   prior_table_reg[5];
                    intrOut_next    =   1'b1;
                    state_next      =   S_TxIntInfoPriority;
                end
                else if (intr_rq[prior_table_reg[6]]) begin
                    intrPtr_next    =   prior_table_reg[6];
                    intrOut_next    =   1'b1;
                    state_next      =   S_TxIntInfoPriority;
                end
                else if (intr_rq[prior_table_reg[7]]) begin
                    intrPtr_next    =   prior_table_reg[7];
                    intrOut_next    =   1'b1;
                    state_next      =   S_TxIntInfoPriority;
                end
                else begin                                           
                    state_next  =   S_StartPriority;                 
                end
                oe_next         =   1'b0;                            
            end
            S_TxIntInfoPriority: begin  
                if (~intr_in) begin                                  
                    intrOut_next    =   1'b0;                        
                    intrBus_next    =   {5'b10011, intrPtr_reg};     
                    oe_next         =   1'b1;                        
                    state_next      =   S_AckTxInfoRxPriority;       
                end                                                  
            end
            S_AckTxInfoRxPriority: begin  
                if (~intr_in) begin                                  
                    oe_next         =   1'b0;                        
                    state_next      =   S_AckISRDonePriority;        
                end
            end
            S_AckISRDonePriority: begin  
                if ((~intr_in) && (intr_bus[7:3] == 5'b01100) && (intr_bus[2:0] == intrPtr_reg)) begin
                    state_next  =   S_StartPriority;
                end
                else if ((~intr_in) && (intr_bus[7:3] != 5'b01100) && (intr_bus[2:0] != intrPtr_reg)) begin
                    state_next  =   S_Reset;
                end
                else begin
                    state_next  =   S_AckISRDonePriority;            
                end
            end
            default: begin
                state_next      =   S_Reset;
                oe_next         =   1'b0;
            end
        endcase
    end
    assign intr_out =   intrOut_reg;
    assign intr_bus =   (oe_reg) ? intrBus_reg : 8'bzzzzzzzz;
    assign bus_oe   =   oe_reg;
endmodule  
==> ./run.sh <==
#!/bin/bash
# OpenROAD 26Q1-2900-gdf79404cd8, Yosys 0.63+post, stock flow scripts
make -C /OpenROAD-flow-scripts/flow DESIGN_CONFIG=/design/flow/config.mk WORK_HOME=/design/flow/orfs finish
==> ./config.mk <==
export PLATFORM = sky130hd
export DESIGN_NAME = INTR_CNTRL
export DESIGN_NICKNAME = INTR_CNTRL
export VERILOG_FILES = /design/flow/design.v
export SDC_FILE = /design/flow/constraint.sdc
export NUM_CORES = 4
export LEC_CHECK = 1
export CORE_UTILIZATION = 40
==> ./constraint.sdc <==
current_design INTR_CNTRL

set clk_period 4.1
set clk_io_pct 0.2

create_clock -name clk0 -period $clk_period [get_ports {clk_in}]

set non_clock_inputs [all_inputs -no_clocks]
set_input_delay [expr $clk_period * $clk_io_pct] -clock clk0 $non_clock_inputs
set_output_delay [expr $clk_period * $clk_io_pct] -clock clk0 [all_outputs]
==> flow_summary.ini <==
; physical design summary
[logic_synthesis]
yosysTopAreaCell = dfrtp_1
ys_cells = 284
yosys-top-cells-area = dfrtp_1 41%, nand2_1 7.2%, mux4_2 5.8%
synth_top_area_share_pct = 40.7
yosys_warnings = 5
ys.flop_type = dfrtp_1
synth_seq_share_pct = 41.7
ys_async_sr_fraction_pct = 100
edf_count = 0
syn_avg_cell_area_um2 = 9.53
post_synth_num_cell_types = 46
ys_chip_area_mm2 = 0.00271
ys.flops = 45
syn_inst = 284
syn_area_mm2 = 0.00271

[status]
status = aborted with a tool error
haltStage = clock tree synthesis (4_1_cts)
firstError = [error] [KeplerFormal.cpp:679] Workflow failed: Iso has multiple drivers: .intr_bus1, intr_bus[1]$_DFFE_PP0P_.Q0

[placed_design]
gp_congestion = 0.850
numPortBuffers = 12
dpl.hpwl_um = 4410

[floorplan]
die_w_um = 84.3
rows = 29
fp.dieH_um = 84.3
ios = 21
initial_core_util_pct = 42.1

[clock_tree]
ctsLongestPathBuffers = 2
post_cts_resize_count = 0
cts_buffers = 5
hold_buffers = 0
clock-sinks = 45
htreeDepth = 2
root_buffer = clkbuf_8
post-cts-setup-buffer-count = 0
-- logic make-up after synthesis --
| group | count (synthesis) | synth area share, % |
|---|---|---|
| compound gates | 83 | 20.5 |
| xor+xnor | 6 | 1.94 |
| fa+ha+maj | 7 | 3.24 |
| buf+inv | 32 | 5.09 |
| flops | 45 | 41.7 |
| mux | 26 | 14.0 |
| other cells | 1 | 0.139 |
| simple gates | 84 | 13.5 |
-- cells in the mapped netlist, drive strengths merged (2+ instances only) --
cell and count:
o211ai 2, nand2b 6, a22oi 5, buf 5, o21ai 30, o22ai 6
mux2 4, nor2b 4, nor3 5, a21boi 3, a21oi 5, a221oi 2
nand2 52, ha 7, xnor2 6, a21o 5, clkbuf 9, a31oi 4
mux2i 15, nand3 2, inv 18, a211oi 4, nor2 13, mux4 7
o31ai 3, dfrtp 44, a22o 6, a32o 3
-- metrics by stage --
step	hold WS (ns)	instances	power, W	area (µm²)	worst slack (ns)
3_5_place_dp	0.502	360	0.00107	2860	1.13
2_1_floorplan	0.447	284	0.000938	2710	1.89
3_3_place_gp	0.495	360	0.00107	2860	1.17
Power and IR drop assume default switching activity.
